<file path="design/flow/design.v">
module bancoReg(
	input clk, 
	input reset, 
	input we,
	input [3:0] address,
	input [7:0] wdata,
	output [7:0] rdata
	); 
	reg [7:0] bancoreg [9:0];  
	integer i;
	always @(posedge clk)
		if(reset)
			for (i=0;i<10;i=i+1)
				bancoreg[i] <= 8'd0;
		else
			if (we)
				bancoreg[address] <= wdata;
	assign rdata = bancoreg[address];
endmodule
</file>
<file path="design/flow/run.sh">
#!/bin/bash
# OpenROAD 26Q1-2900-gdf79404cd8, Yosys 0.63+post, stock flow scripts
make -C /OpenROAD-flow-scripts/flow DESIGN_CONFIG=/design/flow/config.mk WORK_HOME=/design/flow/orfs finish
</file>
<file path="design/flow/config.mk">
export PLATFORM = sky130hd
export DESIGN_NAME = bancoReg
export DESIGN_NICKNAME = bancoReg
export VERILOG_FILES = /design/flow/design.v
export SDC_FILE = /design/flow/constraint.sdc
export NUM_CORES = 4
export LEC_CHECK = 1
export CORE_UTILIZATION = 30
</file>
<file path="design/flow/constraint.sdc">
current_design bancoReg

set clk_period 3.3
set clk_io_pct 0.2

create_clock -name clk0 -period $clk_period [get_ports {clk}]

set non_clock_inputs [all_inputs -no_clocks]
set_input_delay [expr $clk_period * $clk_io_pct] -clock clk0 $non_clock_inputs
set_output_delay [expr $clk_period * $clk_io_pct] -clock clk0 [all_outputs]
</file>
==> impl_metrics.ini <==
; flow metrics
[status]
outcome = finished clean

[detailed_routing]
wirelength_um = 11400
drc = 0
via_per_inst = 4.82
maxUsedRoutingLayer = met4
wl_per_cell_um = 17.7
route.met2.wl_um = 5030
drtAntennaViolNets = 0
vias = 3102
firstDrtPassIters = 5
wl_met3_um = 1510
diodes = 0
drt_iter0_drc = 162
m1WireLength_um = 4790

[floorplan]
die_h_um = 137
core_um2 = 17900
ios = 23
rows = 49
fp_util_pct = 30.6
die_w_um = 137
dieArea_um2 = 18800

[final_layout]
area_growth_pct = 22.4
drive_gt1_share_pct = 21.9
top_register = bancoreg
largest_register_ff_count = 128
layout.cells.non_filler = 644
top_regs = bancoreg: 128 flops

[yosys]
yosysUniqueCellTypes = 32
synth_flops = 128
yosys_area_um2 = 5480
yosys.area.top_type_share_pct = 70.1
yosysWarnings = 1
ys_cells = 354
largest_area_cell = edfxtp_1
syn_area_per_cell_um2 = 15.5
synth_area_um2 = 5480
ys_top_cells_by_area = edfxtp_1 (70%), mux4_2 (9.0%), nor2_1 (5.6%)
synthCells = 354
synth_seq_share_pct = 70.1

[power]
ir_worst_vdd_uv = 411
power_frac_seq_pct = 46.6
p_leak_nw = 2.14
p_switching_mw = 0.839
switching_share_pct = 20.9
p_int_mw = 3.17
power_frac_clock_pct = 47.0
comb_power_share_pct = 6.4
powerDensity_nw_per_um2 = 597

[cts]
cts_buffer_depth = 2
cts_buffers = 17
htreeDepth = 4
cts.clk_slew.worst_paths_ns = 0.06
postCtsSetupRepairBufs = 0
tritoncts = yes
root_buffer = clkbuf_16
clock-sinks = 128

[grt]
grt_usage_pct = 13.8
antenna_found_initial = 0
grt_pass1_wl_um = 17600
grt_max_degree = 29
grt_overflow = 0
grt_pass1_vias = 3330

[timing]
setup_tns_ns = 0
hold_viol = 0
setup_viol = 0
report.final.slew_viol_count = 0
worst_pin_slew_ns = 0.515
period_used_pct = 95.1
max_freq_mhz = 319
min_period_ns = 3.14
holdWs_ns = 1.08
slew_headroom_pct = 65.6
rsz0062_at_grt = no

[place]
placedCellCount = 612
io_buffer_count = 22
gp_congestion = 0.836
dp_hpwl_um = 7860

[worst_setup_path]
critPathCaptureType = output pin
arrival_ns = 2.48
crit_required_ns = 2.64
critPathKind = in -> out
cp-start-kind = input pin
cp_max_fo = 21

[worst_hold_path]
holdCritPathClass = in -> reg

[job]
tool_warnings = 25
cap_violations = 0
cell usage after synthesis:
cell,instances
edfxtp_1,128
nor2_1,82
mux4_2,22
nand2_1,19
nand2b_1,11
inv_1,10
nand3_1,9
nor2b_1,9
buf_2,8
mux2_2,8
mux2i_1,6
a22oi_1,5
clkbuf_1,5
a21oi_1,3
a2bb2oi_1,3
o221ai_1,3
o2bb2ai_1,3
a211oi_1,2
buf_6,2
mux4_1,2
o22ai_1,2
o31ai_1,2
a31o_2,1
and2_1,1
buf_12,1
buf_4,1
nand3_2,1
nor3_1,1
nor3b_1,1
nor4b_2,1
nor4bb_1,1
or2_2,1
per-stage QoR:
step                utilization, %  total power [mW]  setup slack, ns  instance area, um^2
CTS                           37.5              4.05           0.0688                 6710
global placement              34.1              2.16           0.0594                 6100
finish                        37.5              4.01            0.162                 6710
detailed placement            34.1              2.16           0.0849                 6100
floorplan                        -              2.05            0.969                 5480
global route                  37.5              4.14           0.0133                 6710
placed cells by master, fill, tap and decap left out, types with 9 or more instances in the layout:
master             n
buf_4             20
clkbuf_16         17
clkdlybuf4s50_1   20
edfxtp_1         128
inv_1             10
mux4_2            22
nand2_1           19
nand2b_1          11
nand3_1            9
nor2_1            82
nor2b_1            9
path summary, 6_finish.rpt:
| kind | startpoint | end | slack, ns | cells past startpoint |
|---|---|---|---|---|
| setup / recovery | address[1] | rdata[7] | 0.16 | 6 |
| hold / removal | address[2] | bancoreg[15][1]$_DFFE_PP_ | 1.08 | 4 |
cell families after synthesis:
kind of cell	share of synthesized area, %
flip-flops	70.1
AND-OR/OR-AND	3.33
buffers and inverters	2.67
AND/OR/NAND/NOR	11.1
multiplexers	12.7
power by group through the flow:
stage | combinational [mW] | sequential, mW | clock, mW
4_1_cts | 0.261 | 1.87 | 1.92
5_1_grt | 0.281 | 1.87 | 1.98
6_report | 0.257 | 1.87 | 1.88
worst max-delay path, stage by stage:
cell,delay (ns)
clkdlybuf4s50_1,0.52
buf_12,0.18
nand2b_1,0.22
o221ai_1,0.19
o2bb2ai_1,0.22
clkdlybuf4s50_1,0.49
what timing repair did:
| action | 4_1_cts | 5_1_grt |
|---|---|---|
| gates resized | 0 | 1 |
| hold buffers | 0 | 0 |
| endpoints found under the setup margin | 0 | 7 |
| endpoints found under the hold margin | 0 | 0 |
routing by layer:
metal,up-vias,GRT usage (%)
met5,-,1.11
met4,0,1.77
met3,6,10.1
met2,153,19.3
met1,1499,18.4
li1,1444,-
layout make-up:
class / instances / area (um^2)
clock buffer: 17 / 425
clock inverter: 15 / 184
fill: 1622 / 11200
inverter: 10 / 37.5
multi-input combinational: 199 / 1490
sequential: 128 / 3840
tap: 229 / 287
timing repair buffer: 46 / 443
Power and IR drop assume default switching activity.
