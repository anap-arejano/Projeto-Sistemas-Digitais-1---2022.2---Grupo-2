==> flow/design.v <==
module toMod( 
    output [7:0] Pos,
    input [7:0] A
    );
	assign Pos  = (A[7] ? ~A + 1 : A);
endmodule
==> flow/run.sh <==
#!/bin/bash
# OpenROAD 26Q1-2900-gdf79404cd8, Yosys 0.63+post, stock flow scripts
make -C /OpenROAD-flow-scripts/flow DESIGN_CONFIG=/design/flow/config.mk WORK_HOME=/design/flow/orfs finish
==> flow/config.mk <==
export PLATFORM = sky130hd
export DESIGN_NAME = toMod
export DESIGN_NICKNAME = toMod
export VERILOG_FILES = /design/flow/design.v
export SDC_FILE = /design/flow/constraint.sdc
export NUM_CORES = 4
export LEC_CHECK = 1
export CORE_AREA = 10 10 70 70
export DIE_AREA = 0 0 80 80
==> flow/constraint.sdc <==
current_design toMod

set clk_period 2.4
set clk_io_pct 0.2

create_clock -name clk0 -period $clk_period

set non_clock_inputs [all_inputs -no_clocks]
set_input_delay [expr $clk_period * $clk_io_pct] -clock clk0 $non_clock_inputs
set_output_delay [expr $clk_period * $clk_io_pct] -clock clk0 [all_outputs]
==> run notes <==
The tools report the combinational share of power as 100.0%. Sorting the Yosys area breakdown by cell type puts at the top sky130_fd_sc_hd__xnor2_1. Counting instances, the worst hold path has a depth of 4.

The sequential power share is 0%. Per STA, the worst path is made up of clkdlybuf4s50_1, or3_4, o31ai_4, xnor2_1, clkdlybuf4s15_1. The flow ran to the end, and the final reports show no timing, DRC or antenna violations. Yosys reports a chip area of 146.4 um^2. The transition at the pin with the smallest max-transition slack works out to 0.4021 ns.

The kind of capture point of the worst setup path was a primary output. The script logs the mean routed wire length per placed instance as 7.511 um. On the critical path, the stage with the largest delay is an instance of sky130_fd_sc_hd__or3_4. In this design, the stage delay of the slowest critical-path cell is 0.43 ns. The leakage power total came out at 0.1615 nW. Timing would allow up to 0.4293 GHz. The layout sequential cell count is 0. The number of violations of the max-capacitance limit is 0, and the register area is 0 um^2. Hold repair after CTS inserted 0 buffers. Of the synthesized area, sequential elements account for 0%.

The data required time reported for the critical path is 1.92 ns. With the total core area at 3416 um^2, the routed via count divided by cell count is 2.364. Across all hold checks on the routed design, the worst slack comes to 1.530 ns. In this run the cell area of the synthesized design comes to 146.4 um^2.

The total power came out at 61.71 uW. The synthesized instance count is 21. The clock period could shrink to 2.330 ns. The critical path maximum fanout is 3. Category of the critical setup timing path: input pin to primary output. Detailed routing inserted a total of 208 vias. The detail route stage leaves a number of antenna-violating nets equal to 0. Number of cells in the design after placement: 86. Once layout is complete, the utilization of the core stands at 12.23%. The initial utilization of the core area, before any placement, comes to 4.286%. Cell area power density: 147.7 nW/um^2. The final weighted congestion recorded by global placement is 0.7240. Number of failing setup endpoints in the final timing report: 0. Yosys stat counts 21 cells in the synthesized netlist.

For the number of placement rows, the log shows 21. Of the cells placed in the final design, the portion with a size suffix greater than 1 is 33.33%. For the count of clock-net buffers in the final layout, the log shows 0.

For the boundary pin count, the log shows 16. The half-perimeter wire length of the detailed placement result is 535.1 um, and the total global routing overflow is 0. The tools report the endpoint of the worst setup timing path as Pos[5].

Path type of the worst min-delay path: input pin to primary output. With the fill cell total of the finished layout at 397, the post-place setup slack is -0.2576 ns. The area fraction of the largest cell type after synthesis is 29.91%. In the routed netlist, the antenna diode instances number 0.

The tally of yosys warning messages is 0. The critical path starts at A[1]. The run gives 73.11% as the relative slew slack.

For the worst endpoint data arrival time, the log shows 1.85 ns. The total die area was 6400 um^2; the number of violations reported at the end of detailed-routing iteration 0 was 11. In the final report, the number of pins over their slew limit comes to 0.

The area growth from synthesis to layout came out at 185.5%. The die height works out to 80 um. Per the post-synthesis stats, the area per cell is 6.971 um^2. The share of the clock period used by the worst path was 97.07%; the clock network power share was 0%. For the count of unresolved DRC violations after routing, the log shows 0. Total global-route track usage over all layers is 1.616%. Measured along the x axis, the die boundary spans 80 um. The run gives 32 for the count of tool warnings. Setup repair after global routing left no endpoint under its margin. The run gives 0 for the number of antenna violations at the first check in global routing.

The run gives 197 as the number of global-route vias before repair. In the post-synthesis netlist, the biggest area contributors are sky130_fd_sc_hd__xnor2_1, sky130_fd_sc_hd__ha_1, sky130_fd_sc_hd__nand2b_1, sky130_fd_sc_hd__o31ai_2, sky130_fd_sc_hd__inv_1. The run gives 9 for the pin count of the biggest net entering global routing. For this block, the routed nets add up to 661 um of wire. The switching power was 21.53 uW; the setup slack after layout was 0.07044 ns. For this run, the number of standard cells in the final layout without fillers is 88.

The first global-routing pass estimated 883 um of wire. Number of I/O port buffers: 16. In this run switching power makes up 34.88% of total power. VDD sags by at most 0.00001673 V.

The tally of unique sky130hd cells used after synthesis was 12; the first-pass detailed-route iteration total was 3. In the power breakdown, the internal column shows 40.18 uW. The tools report the element type at the critical path start as an input pin.

For reference, the final report shows the hold violation count at 0.
[cells by family (layout without fill, tap and decap cells)]
group           after synthesis  in the layout  share of synthesized area (%)
compound gates                4              4                          18.80
fa+ha+maj                     1              1                          8.546
xor+xnor                      5              5                          29.91
simple gates                  7              7                          29.92
buf+inv                       4             25                          12.82
[cells in the mapped netlist]
| library cell | n |
|---|---|
| sky130_fd_sc_hd__buf_4 | 1 |
| sky130_fd_sc_hd__nand2_1 | 2 |
| sky130_fd_sc_hd__or3_1 | 1 |
| sky130_fd_sc_hd__ha_1 | 1 |
| sky130_fd_sc_hd__o21ai_1 | 1 |
| sky130_fd_sc_hd__nor4_1 | 1 |
| sky130_fd_sc_hd__xnor2_1 | 5 |
| sky130_fd_sc_hd__or3_4 | 1 |
| sky130_fd_sc_hd__nand2b_1 | 2 |
| sky130_fd_sc_hd__o31ai_2 | 1 |
| sky130_fd_sc_hd__inv_1 | 3 |
| sky130_fd_sc_hd__o21ai_0 | 2 |
[placed cells by master (no fill, tap or decap), drive strengths merged, types with 2 or more instances in the layout]
master,Yosys,final
dlygate4sd2,0,7
clkdlybuf4s50,0,7
buf,1,6
xnor2,5,5
inv,3,3
o21ai,3,3
or3,2,2
nand2b,2,2
nand2,2,2
[through the flow]
step | setup TNS, ns | instance area, um^2
2_1_floorplan | 0 | 146.4
3_3_place_gp | -0.9234 | 386.6
3_5_place_dp | -0.9777 | 386.6
4_1_cts | 0 | 421.7
5_1_grt | 0 | 417.9
6_report | 0 | 417.9
[cell type report]
cell class / count / area [um^2] / share of cell area [%]
inverters: 3 / 11.26 / 2.695
multi-input cells: 17 / 157.7 / 37.72
well taps: 46 / 57.56 / 13.77
repair buffers: 22 / 191.4 / 45.81
[worst min-delay path by stage]
stage / startpoint / to / slack (ns)
4_1_cts: A[5] / Pos[5] / 1.53
5_1_grt: A[5] / Pos[5] / 1.57
6_report: A[5] / Pos[5] / 1.53
[what timing repair did]
action	in CTS	in global routing
pin swaps	8	3
setup buffers	2	0
gates resized	17	2
setup endpoints to repair	7	2
[power by group through the flow]
| stage | Combinational, mW | Sequential [mW] | Clock [mW] |
|---|---|---|---|
| CTS | 0.0623 | 0 | 0 |
| global route | 0.0672 | 0 | 0 |
| finish | 0.0617 | 0 | 0 |
[routing by layer]
layer  track usage [%]  wire [um]  vias to the layer above
met5                 0          0                        -
met4                 0          0                        0
met3             1.364        151                        0
met2             2.729        244                       12
met1             1.582        265                       84
li1                  -          -                      112
[worst max-delay path, delay by kind of cell]
| family | cells | cell delay (ns) |
|---|---|---|
| XOR/XNOR | 1 | 0.14 |
| AND/OR/NAND/NOR | 1 | 0.43 |
| AND-OR/OR-AND | 1 | 0.19 |
| buffers and inverters | 2 | 0.61 |
Power is estimated from default activity; no workload was simulated.
